**design.v**
```verilog
module MUX1 #(parameter Width = 32)(input [Width-1 : 0] a,b,c,
 input  [1:0] s,
 output [Width-1 : 0] out);
assign out = (s == 2'b10) ? c : (s == 2'b01) ? b : (s==2'b00)? a:32'hx;
endmodule
```
**config.mk**
```make
export PLATFORM = sky130hd
export DESIGN_NAME = MUX1
export DESIGN_NICKNAME = MUX1
export VERILOG_FILES = /design/flow/design.v
export SDC_FILE = /design/flow/constraint.sdc
export NUM_CORES = 4
export LEC_CHECK = 1
export CORE_AREA = 10 10 71 71
export DIE_AREA = 0 0 81 81
```
**run.sh**
```bash
#!/bin/bash
# OpenROAD 26Q1-2900-gdf79404cd8, Yosys 0.63+post, stock flow scripts
make -C /OpenROAD-flow-scripts/flow DESIGN_CONFIG=/design/flow/config.mk WORK_HOME=/design/flow/orfs finish
```
**constraint.sdc**
```tcl
current_design MUX1

set clk_period 6.1
set clk_io_pct 0.2

create_clock -name clk0 -period $clk_period

set non_clock_inputs [all_inputs -no_clocks]
set_input_delay [expr $clk_period * $clk_io_pct] -clock clk0 $non_clock_inputs
set_output_delay [expr $clk_period * $clk_io_pct] -clock clk0 [all_outputs]
```
==> job_summary.md <==
## PnR job results

| Metric | Value |
|---|---|
| RSZ-0062 raised after global routing | no |
| Final hold violations | 0 |
| Resize count post-CTS | 0 |
| Hold EP | out[21] |
| DRT antenna net count | 0 |
| Post-route setup slack | 1.860 ns |
| Flop area | 0 um^2 |
| Top Layout Cells | clkdlybuf4s50_1 (128), mux2i_1 (96), buf_4 (3) |
| DRC | 0 |
| WL final | 4545 um |
| Max cap viols | 0 |
| Syn. warnings | 0 |
| Req. time, crit path | 4.88 ns |
| Filler instances | 287 |
| FP Util | 0.2979 |
| Min Clock Period, post-route | 4.240 ns |
| Global route overflow | 0 |
| # Cells Yosys | 107 |
| Most common cell after layout, fill and taps aside | clkdlybuf4s50_1 |
| DP Wirelength | 3875 um |
| Clock buf count | 0 |
| Die area | 6561 um^2 |
| Share of cells above drive strength 1 | 0.01754 |
| GPL Wtd Cong | 0.8305 |
| IO Count | 130 |
| Initial drt markers | 44 |
| Vias in the first global route | 1259 |
| Status | completed |
| Cell Rows | 22 |
| Drt wl/cell | 16.47 um |
| Period utilization | 0.6951 |
| Vias/cell | 4.659 |
| Core area | 3633 um^2 |
| Largest net degree at the start of global routing | 40 |
| Fmax | 0.2358 GHz |
| Diode count | 0 |
| Worst-Margin Slew | 0.6045 ns |
| First-pass GRT wire length | 6624 um |
| Slew headroom | 0.5970 |
| GRT Util Overall | 0.1246 |
| Leakage Power | 0.001085 uW |
| Worst Path Arrival | 3.02 ns |
| Die extent in y | 81 um |
| Cts hold-fix bufs | 0 |
| Critical path endpoint category | output port |
| DR vias | 1286 |
| Power Density | 70.46 nW/um^2 |
| Synth Seq Share | 0 |
| Hold_sp | s[1] |
| Endpoints failing setup | 0 |
| Area grow syn2layout | 115.3% |
| Slew Limit Fails | 0 |
| Log Warnings | 33 |
| Flop Count | 0 |
| Hold Crit Depth | 4 |
| Setup bufs post-CTS | 0 |
| DIE WIDTH | 81 um |
| Initial antenna violation count | 0 |
| Setup crit start kind | input port |
| Post-synthesis instance total | 107 |
| Distinct lib cells used | 5 |
| Worst IR Drop VDD | 0.00003867 V |
| Syn_area_per_cell | 10.11 um^2 |
| Synthesized cell area | 1082 um^2 |
| Hold Path Class | input port to output port |
| YS chip area | 1082 um^2 |
| Crit Path Category | input port to output port |
| Pre-CTS setup slack | 1.850 ns |
| IO Port Bufs | 130 |
| Worst-path fanout max | 39 |
| TNS Setup | 0 ns |
| First-pass detailed-route iteration total | 2 |
## power breakdown
group | internal, uW | leakage (uW) | switching (uW) | total [uW]
Sequential | 0 | 0 | 0 | 0
Clock | 0 | 0 | 0 | 0
Combinational | 120 | 0.00108 | 44.0 | 164
## cell families (layout without fill, tap and decap cells)
kind of cell / count (synthesis) / in the layout / synth area share
multiplexers: 96 / 96 / 0.8879
buffers and inverters: 11 / 132 / 0.1121
## worst max-delay path: stages
cell	delay, ns
buf_4	0.49
buf_4	0.50
mux2i_1	0.13
mux2i_1	0.16
clkdlybuf4s50_1	0.50
## area by class of cell
cell class         instances  area, um^2  area share
repair buffers           132        1309      0.5618
multi-input cells         96       960.9      0.4125
well taps                 48       60.06     0.02578
## how the worst max path moves through the flow
| stage | start | end | slack (ns) | cells past startpoint |
|---|---|---|---|---|
| final | s[0] | out[12] | 1.86 | 5 |
| after global routing | s[0] | out[9] | 1.72 | 5 |
| after CTS | s[0] | out[12] | 1.85 | 5 |
## routing by layer
layer / track usage / vias up / share of wire
li1: - / 659 / -
met3: 0.07127 / 0 / 0.16
met1: 0.1478 / 547 / 0.41
met4: 0 / 0 / 0
met5: 0 / - / 0
met2: 0.2046 / 80 / 0.43
## synthesized netlist by cell type, drive strengths merged
master | instances | share of area
mux2i | 96 | 0.89
buf | 10 | 0.11
clkbuf | 1 | 0.0046
## through the flow
stage	hold slack (ns)	util	cell area (um^2)	power, uW	instances
after floorplan	2.552	-	1082	57.74	107
after global placement	3.414	0.6412	2330	163.1	276
after detailed placement	3.414	0.6412	2330	165.3	276
after CTS	3.422	0.6412	2330	166.6	276
after global routing	3.447	0.6412	2330	177.8	276
final	3.412	0.6412	2330	164.1	276
No activity file was given, so power comes from the tool's default toggle rates.
