[flow/config.mk]
export PLATFORM = sky130hd
export DESIGN_NAME = ALU
export DESIGN_NICKNAME = ALU
export VERILOG_FILES = /design/flow/design.v
export SDC_FILE = /design/flow/constraint.sdc
export NUM_CORES = 4
export LEC_CHECK = 1
export CORE_UTILIZATION = 50
[flow/constraint.sdc]
current_design ALU

set clk_period 24.0
set clk_io_pct 0.2

create_clock -name clk0 -period $clk_period

set non_clock_inputs [all_inputs -no_clocks]
set_input_delay [expr $clk_period * $clk_io_pct] -clock clk0 $non_clock_inputs
set_output_delay [expr $clk_period * $clk_io_pct] -clock clk0 [all_outputs]
[flow/design.v]
module ALU #(parameter Width = 32)(
input [3:0] controlsignal, input [Width-1:0] A1,A2,
output reg [Width-1:0] Y, output zero);
always @(*)
begin
if (controlsignal == 4'b0000)
 Y = A1 & A2;
else if (controlsignal == 4'b0001)
 Y = A1 | A2;
else if(controlsignal == 4'b0010)
 Y = A1 + A2;
else if(controlsignal == 4'b0110)
Y = A1 - A2;
else if(controlsignal == 4'b0011)
Y = A1 << A2;
else if(controlsignal == 4'b0100)
begin
if((~A1+1) < (~A2+1))
Y = 1;
else 
Y = 0; 
end
else if(controlsignal == 4'b0101)
begin
if(A1 < A2)
Y = 1;
else 
Y = 0;
end
else if(controlsignal == 4'b0111)
Y = A1 ^ A2;
else if(controlsignal == 4'b1000)
Y = A1 >> A2;
else if(controlsignal == 4'b1010)
Y = A1 >>> A2;
else if(controlsignal == 4'b1001)
Y = A2;
else
 Y = {Width{1'bx}};
end 
assign zero = (Y == 0) ? 1 : 0;
endmodule
[flow/run.sh]
#!/bin/bash
# OpenROAD 26Q1-2900-gdf79404cd8, Yosys 0.63+post, stock flow scripts
make -C /OpenROAD-flow-scripts/flow DESIGN_CONFIG=/design/flow/config.mk WORK_HOME=/design/flow/orfs finish
==> run_summary.xml <==
<?xml version="1.0" encoding="UTF-8"?>
<metrics>
  <group name="floorplanning">
    <metric name="die_area" unit="mm^2">0.02426</metric>
    <metric name="die.size.x" unit="um">155.8</metric>
    <metric name="placement_rows" unit="">55</metric>
    <metric name="num_io_pins" unit="">101</metric>
    <metric name="initial_utilization" unit="">0.5158</metric>
    <metric name="core_region_area" unit="mm^2">0.02292</metric>
    <metric name="dieHeight" unit="um">155.8</metric>
  </group>
  <group name="layout">
    <metric name="num-fill-cells" unit="">2262</metric>
    <metric name="nClkBuffers" unit="">0</metric>
    <metric name="area_added_between_synthesis_and_finish" unit="%">9.146</metric>
    <metric name="final-seq-area" unit="um^2">0</metric>
    <metric name="ff_count" unit="">0</metric>
    <metric name="layout.cell_area.non_filler" unit="mm^2">0.01290</metric>
    <metric name="proportion_of_layout_cells_with_a_drive_suffix_above_1" unit="">0.08314</metric>
    <metric name="post-route-util" unit="">0.5630</metric>
  </group>
  <group name="sta">
    <metric name="grt_setup_unrepaired" unit="">false</metric>
    <metric name="min_period" unit="ns">15.68</metric>
    <metric name="drv_slew" unit="">0</metric>
    <metric name="worst_slew_pin_slew" unit="ns">1.067</metric>
    <metric name="setup_tns" unit="ns">0</metric>
    <metric name="period_used_share" unit="">0.6534</metric>
    <metric name="fmax" unit="MHz">63.77</metric>
    <metric name="fin_hold_viols" unit="">0</metric>
    <metric name="timing.final.setup_violations" unit="">0</metric>
    <metric name="worst_slack" unit="ns">8.318</metric>
    <metric name="worst_slew_margin" unit="">0.2701</metric>
  </group>
  <group name="synth">
    <metric name="seq_area_frac_synth" unit="">0</metric>
    <metric name="post-synth-top-area-fraction" unit="">0.1366</metric>
    <metric name="adder_share" unit="">0.1399</metric>
    <metric name="synthMostInstantiatedCell" unit="">sky130_fd_sc_hd__nor2_1</metric>
    <metric name="yosys.cell_types.count" unit="">89</metric>
    <metric name="yosys_warnings" unit="">1</metric>
    <metric name="synth.comb.largest_family" unit="">AND-OR/OR-AND gates</metric>
    <metric name="ys_sh_xor" unit="">0.06076</metric>
    <metric name="yosys-stat-cells" unit="">1702</metric>
    <metric name="synthesis.instances" unit="">1702</metric>
    <metric name="simple_gate_share" unit="">0.2394</metric>
    <metric name="synth_compound_gate_area_share" unit="">0.3006</metric>
    <metric name="mappedNetlistArea" unit="mm^2">0.01182</metric>
    <metric name="synth.mux.area_fraction" unit="">0.1731</metric>
    <metric name="top_cells_by_area" unit="">sky130_fd_sc_hd__ha_1, sky130_fd_sc_hd__mux4_2, sky130_fd_sc_hd__xnor2_1</metric>
    <metric name="ys_chip_area" unit="mm^2">0.01182</metric>
    <metric name="synth.top_cells.by_count" unit="">sky130_fd_sc_hd__nor2_1, sky130_fd_sc_hd__a21oi_1, sky130_fd_sc_hd__ha_1</metric>
    <metric name="synth_area_leader_cell" unit="">sky130_fd_sc_hd__ha_1</metric>
    <metric name="synth.avg_cell_area" unit="um^2">6.945</metric>
  </group>
  <group name="worst_setup_path">
    <metric name="worstSetupPathType" unit="">input pin to primary output</metric>
    <metric name="cpLargestDelayFamily" unit="">simple AND/OR/NAND/NOR gates</metric>
    <metric name="worst_path_max_delay_cell" unit="">sky130_fd_sc_hd__or4_1</metric>
    <metric name="cp_common_cell" unit="">sky130_fd_sc_hd__nand2_1</metric>
    <metric name="critical_path.max_fanout" unit="">54</metric>
    <metric name="nature_of_the_critical_path_startpoint" unit="">input pin</metric>
    <metric name="critPathBufInv" unit="">3</metric>
    <metric name="worst-endpoint-arrival" unit="ns">10.88</metric>
    <metric name="critPathLaunch" unit="">A2[3]</metric>
    <metric name="end_kind" unit="">primary output</metric>
    <metric name="worst-endpoint-required" unit="ns">19.20</metric>
    <metric name="timing.critical_path.slowest_cell_delay" unit="ns">0.59</metric>
  </group>
  <group name="drt">
    <metric name="detail_route.drc_violations" unit="">0</metric>
    <metric name="post_drt_wl_per_cell" unit="um">28.64</metric>
    <metric name="drt_iter0_drc" unit="">2042</metric>
    <metric name="wirelength" unit="um">57540</metric>
    <metric name="post_drt_via_cell_ratio" unit="">7.236</metric>
    <metric name="detail_route.antenna_diodes" unit="">0</metric>
    <metric name="final_antenna_net_count" unit="">0</metric>
    <metric name="via_count" unit="">14538</metric>
    <metric name="1st_pass_router_iterations" unit="">9</metric>
  </group>
  <group name="place">
    <metric name="dp_slack" unit="ns">8.461</metric>
    <metric name="dpl_cell_area" unit="mm^2">0.01290</metric>
    <metric name="dpl_hpwl" unit="um">44540</metric>
    <metric name="port-buffer-count" unit="">101</metric>
    <metric name="routabilityCongestion" unit="">1.119</metric>
  </group>
  <group name="flow_run">
    <metric name="tool_warnings" unit="">97</metric>
    <metric name="drv_cap" unit="">0</metric>
  </group>
  <group name="pwr">
    <metric name="p_leak" unit="uW">0.005025</metric>
    <metric name="sequentialPowerShare" unit="">0</metric>
    <metric name="max-vdd-ir-drop" unit="uV">23.36</metric>
    <metric name="p_sw_frac" unit="">0.6199</metric>
    <metric name="comb_power_share" unit="">1.000</metric>
    <metric name="internal_power" unit="uW">119.6</metric>
    <metric name="power_density" unit="mW/mm^2">24.39</metric>
    <metric name="p_switching" unit="uW">195.0</metric>
    <metric name="total_power" unit="uW">314.6</metric>
    <metric name="proportion_of_power_drawn_by_the_clock_network" unit="">0</metric>
  </group>
  <group name="clock_network">
    <metric name="cts_hold_repair.buffers" unit="">0</metric>
    <metric name="post_cts_resized" unit="">0</metric>
    <metric name="postCtsSetupRepairBufs" unit="">0</metric>
  </group>
  <group name="global_routing">
    <metric name="globalRoute.totalOverflow" unit="">0</metric>
    <metric name="largest_net_degree_at_the_start_of_global_routing" unit="">56</metric>
    <metric name="antenna_found_initial" unit="">1</metric>
    <metric name="wire_length_of_the_first_global_routing_pass" unit="um">84860</metric>
    <metric name="grt_pass1_vias" unit="">13086</metric>
    <metric name="global_route_usage_over_all_layers" unit="">0.4840</metric>
  </group>
  <group name="hold_path">
    <metric name="hold_path_startpoint" unit="">controlsignal[0]</metric>
    <metric name="worstHoldPathType" unit="">input pin to primary output</metric>
  </group>
  <group name="outcome">
    <metric name="run_status" unit="">finished, final reports clean</metric>
  </group>
</metrics>
## placed cells by master, fill, tap and decap left out, types with 7 or more instances in the layout
master                            netlist  routed
sky130_fd_sc_hd__a211o_1                7       7
sky130_fd_sc_hd__a211oi_1              33      33
sky130_fd_sc_hd__a21o_1                19      19
sky130_fd_sc_hd__a21oi_1              132     132
sky130_fd_sc_hd__a221oi_1              10      10
sky130_fd_sc_hd__a22o_1                 7       7
sky130_fd_sc_hd__a22oi_1               13      13
sky130_fd_sc_hd__a31oi_1               25      25
sky130_fd_sc_hd__and2_1                 7       7
sky130_fd_sc_hd__and3_1                12      12
sky130_fd_sc_hd__buf_4                  4      44
sky130_fd_sc_hd__clkdlybuf4s50_1        0      96
sky130_fd_sc_hd__ha_1                 129     129
sky130_fd_sc_hd__inv_1                 95      95
sky130_fd_sc_hd__mux2_1                 7       7
sky130_fd_sc_hd__mux2_2                10      10
sky130_fd_sc_hd__mux2i_1               62      62
sky130_fd_sc_hd__mux4_2                53      53
sky130_fd_sc_hd__nand2_1              128     128
sky130_fd_sc_hd__nand2b_1              25      25
sky130_fd_sc_hd__nand3_1               30      30
sky130_fd_sc_hd__nand4_1               22      22
sky130_fd_sc_hd__nor2_1               177     177
sky130_fd_sc_hd__nor2b_1               17      17
sky130_fd_sc_hd__nor3_1                62      61
sky130_fd_sc_hd__nor3b_1                8       8
sky130_fd_sc_hd__nor4_1                24      24
sky130_fd_sc_hd__o2111ai_1              7       7
sky130_fd_sc_hd__o211ai_1              28      28
sky130_fd_sc_hd__o21a_1                 8       8
sky130_fd_sc_hd__o21ai_0               95      95
sky130_fd_sc_hd__o21ai_1               16      16
sky130_fd_sc_hd__o221ai_1              14      14
sky130_fd_sc_hd__o22ai_1               11      11
sky130_fd_sc_hd__o31ai_1               13      13
sky130_fd_sc_hd__or2_2                  7       7
sky130_fd_sc_hd__or3_1                 12      12
sky130_fd_sc_hd__or4_1                 11      11
sky130_fd_sc_hd__xnor2_1               76      76
## layout make-up
type	count	area, um^2	area share
Multi-Input combinational cell	1453	10830	0.8393
Timing Repair Buffer	143	1306	0.1013
Tap cell	313	391.6	0.03036
Inverter	100	375.4	0.02910
## logic make-up (layout without fill, tap and decap cells)
kind of cell             Yosys count  count (layout)
AND/OR/NAND/NOR                  574             574
AND-OR/OR-AND                    532             532
buffers and inverters            249             243
multiplexers                     134             134
adder cells (fa/ha/maj)          131             131
XOR/XNOR                          82              82
## stage by stage
step | instances | hold slack [ns]
2_1_floorplan | 1702 | 9.869
3_3_place_gp | 2009 | 10.67
3_5_place_dp | 2009 | 10.69
4_1_cts | 2009 | 10.69
5_1_grt | 2009 | 10.78
6_report | 2009 | 10.76
## final timing paths
path / to / slack (ns) / depth (start not counted)
setup / recovery: zero / 8.32 / 26
hold / removal: Y[28] / 10.76 / 4
## power by group through the flow
stage	sequential [uW]	clock (uW)	combinational, uW
finish	0	0	315
global route	0	0	332
CTS	0	0	300
## layer usage
metal | up-vias | routed length (um) | global-route usage
met3 | 193 | 8251 | 0.1573
met4 | 0 | 2837 | 0.1811
met2 | 1190 | 23240 | 0.6767
met1 | 6764 | 23210 | 0.6956
li1 | 6391 | - | -
met5 | - | 0 | 0
Power and IR drop assume default switching activity.
