==> ./design.v <==
module IMEM #(parameter Width = 32)(
    input [63:0] address,
    output reg [Width-1:0] RD,
    input [63:0] ins_addr,
    input [Width-1:0]instruction,
    input W_R,
    input clk
    );
reg [Width-1:0] mem1[63:0];
always @(posedge clk)
begin
if (!W_R) mem1[ins_addr]=instruction;
end
always @(*)
begin
if (W_R) RD = mem1[address>>2];
end
endmodule
==> ./run.sh <==
#!/bin/bash
# OpenROAD 26Q1-2900-gdf79404cd8, Yosys 0.63+post, stock flow scripts
make -C /OpenROAD-flow-scripts/flow DESIGN_CONFIG=/design/flow/config.mk WORK_HOME=/design/flow/orfs finish
==> ./config.mk <==
export PLATFORM = sky130hd
export DESIGN_NAME = IMEM
export DESIGN_NICKNAME = IMEM
export VERILOG_FILES = /design/flow/design.v
export SDC_FILE = /design/flow/constraint.sdc
export NUM_CORES = 4
export LEC_CHECK = 1
export CORE_UTILIZATION = 30
==> ./constraint.sdc <==
current_design IMEM

set clk_period 3.5
set clk_io_pct 0.2

create_clock -name clk0 -period $clk_period [get_ports {clk}]

set non_clock_inputs [all_inputs -no_clocks]
set_input_delay [expr $clk_period * $clk_io_pct] -clock clk0 $non_clock_inputs
set_output_delay [expr $clk_period * $clk_io_pct] -clock clk0 [all_outputs]
==> impl_metrics.json <==
{
  "cp.arrival_ns": 2.71,
  "initCoreUtil_pct": 30.22,
  "placed_cell_area_um2": 85040,
  "io_pins": 194,
  "core_area_um2": 259900,
  "switchingPower_mw": 10.76,
  "worstSetupPathType": "in -> reg",
  "grtUsageMet1_pct": 17.94,
  "worst_pin_slew_ns": 0.9335,
  "yosysTopAreaCell": "edfxtp_1",
  "clkTransAtPathRegs_ns": 0.06,
  "fmax_mhz": 455.8,
  "drt-pass1-iter-count": 5,
  "post_drt_wl_per_cell_um": 25.69,
  "drcViolationCount": 0,
  "fin_crit_ns": 2.194,
  "top_usage_layer": "met2",
  "grt_pass1_vias": 40120,
  "root_buffer": "clkbuf_16",
  "finalSetupViolations": 0,
  "crit_path_start_kind": "input pin",
  "tool_warnings": 142,
  "vias_per_cell": 4.907,
  "fin_crit_sh_pct": 62.69,
  "cp_max_fo": 26,
  "edf_count": 2048,
  "synth.top_cell.area_share_pct": 78.29,
  "use_met2_pct": 23.98,
  "register_area_um2": 61980,
  "powerDensity_nw_per_um2": 553.8,
  "dieArea_um2": 263900,
  "die_w_um": 513.7,
  "area_delta_synth_final_pct": 16.37,
  "syn_area_um2": 78550,
  "ys_chip_area_um2": 78550,
  "cts_resized": 0,
  "p_comb_share_pct": 5.0,
  "min-delay-start": "instruction[9]",
  "antenna_found_initial": 6,
  "io_buffers": 77,
  "area_leaders": "edfxtp_1 (78%), mux4_2 (13%), mux2i_1 (1.6%), o22ai_1 (0.62%), dlxtp_1 (0.61%)",
  "p_seq_share_pct": 53.9,
  "p_leak_nw": 27.87,
  "cts_buffers": 198,
  "grt_usage_pct": 15.56,
  "slew_headroom_pct": 37.77,
  "clock_power_share_pct": 41.2,
  "vias": 36300,
  "dp.cells": 7034,
  "min-delay-path-class": "in -> reg",
  "grt_pass1_wl_um": 276300,
  "final_antenna_net_count": 0,
  "most_common_cell": "edfxtp_1",
  "syn_area_per_cell_um2": 22.42,
  "drive_gt1_share_pct": 26.67,
  "endpoint_kind": "register",
  "post_cts_buffers": 0,
  "required_ns": 4.02,
  "globalplace.congestion": 0.9001,
  "slew_violations": 0,
  "outcome": "finished clean",
  "fillers": 23530,
  "hold_buffers": 0,
  "final_area_um2": 91410,
  "path_cells": "clkdlybuf4s50_1 > nor2_1 > nand2_1 > buf_4 > nor2_4 > buf_12",
  "fin_ws_ns": 1.306,
  "untimed_endpoints": 64,
  "async_flop_share_pct": 0,
  "rsz0062_at_grt": "no",
  "crit_path_max_incr_delay_ns": 0.51,
  "ys.flop_type": "edfxtp_1",
  "ys_ff": 2080,
  "timing.hold.ws_ns": 0.1492,
  "grt_overflow": 0,
  "dpl.hpwl_um": 113000,
  "std_cell_rows": 187,
  "logic_area_um2": 16100,
  "drv_cap": 0,
  "clockBufferDepth": 3,
  "cts_tree": "done",
  "stdcell_count": 7397,
  "slowest_stage": "clkdlybuf4s50_1",
  "unclocked_pins": 32,
  "p_int_mw": 39.87,
  "yosys_warnings": 1,
  "grt_max_degree": 76,
  "htreeDepth": 4,
  "synth.distinct_cells": 38,
  "drtIter0Drc": 2331,
  "fp.dieH_um": 513.7,
  "final_hold_viol_count": 0,
  "routed_wl_um": 190000,
  "dp_slack_ns": 0.4216,
  "power.share.switching_pct": 21.26,
  "met3_usage_pct": 10.21,
  "synthTopCellsByCount": "edfxtp_1 (2048), mux4_2 (456), mux2i_1 (125), clkbuf_1 (95), nor2_1 (92)",
  "ys_cells": 3504,
  "syn_inst": 3504,
  "fin_tns_setup_ns": 0,
  "vdd_ir_drop_max_uv": 471.0,
  "critPathLaunch": "ins_addr[2]"
}
==> critical path, delay by kind of cell <==
kind	cells	cell delay (ns)
buffers and inverters	3	1.09
AND/OR/NAND/NOR	3	0.89
==> flip-flops by register name (all words and copies together) (netlist names) <==
name,count
mem1,2048
RD,32
==> power groups by stage <==
| stage | Sequential, mW | Combinational [mW] | Clock [mW] |
|---|---|---|---|
| CTS | 27.3 | 2.57 | 21.2 |
| global route | 27.3 | 2.70 | 22.2 |
| finish | 27.3 | 2.51 | 20.8 |
==> path summary, 6_finish.rpt <==
kind | slack, ns | endpoint | cells past startpoint
worst min-delay path | 0.15 | mem1[5][9] | 1
worst max-delay path | 1.31 | mem1[56][29] | 6
==> metal layers <==
metal	share of wire (%)	vias to the layer above
li1	-	15430
met1	34	18530
met2	48	2015
met3	14	309
met4	3.7	14
met5	0.11	-
==> layout by cell type, fill, tap and decap left out, types with 20 or more instances in the layout <==
master / instances
mux2_2: 40
a22oi_1: 52
edfxtp_1: 2048
nor2_4: 65
o22ai_1: 78
a221o_1: 22
buf_2: 35
buf_12: 63
nor2_1: 26
dlxtp_1: 32
nand2_1: 75
nor2b_1: 20
clkinv_2: 37
o221ai_1: 38
mux4_2: 456
nand3_1: 64
nand4_1: 43
clkbuf_1: 32
clkdlybuf4s50_1: 38
mux2i_1: 125
clkinv_1: 56
buf_4: 96
clkbuf_16: 198
==> cells by family after synthesis <==
| family | Yosys count | synth area share (%) |
|---|---|---|
| AND/OR/NAND/NOR | 349 | 2.179 |
| flip-flops | 2048 | 78.29 |
| buffers and inverters | 201 | 1.249 |
| latches | 32 | 0.6116 |
| AND-OR/OR-AND | 248 | 2.361 |
| multiplexers | 626 | 15.31 |
==> layout make-up <==
| type | count | area share [%] |
|---|---|---|
| sequential | 2080 | 67.80 |
| multi-input combinational | 1223 | 17.61 |
| clock buffer | 230 | 5.552 |
| tap | 3496 | 4.785 |
| timing repair buffer | 235 | 2.825 |
| clock inverter | 132 | 1.417 |
| antenna | 1 | 0.002738 |
==> stage by stage <==
| step | util [%] | power [mW] |
|---|---|---|
| floorplan | - | 29.08 |
| global placement | 32.71 | 30.33 |
| detailed placement | 32.71 | 30.37 |
| CTS | 35.16 | 51.10 |
| global route | 35.16 | 52.14 |
| finish | 35.17 | 50.63 |
Power is estimated from default activity; no workload was simulated.
